--- /design/flow/run.sh ---
#!/bin/bash
# OpenROAD 26Q1-2900-gdf79404cd8, Yosys 0.63+post, stock flow scripts
make -C /OpenROAD-flow-scripts/flow DESIGN_CONFIG=/design/flow/config.mk WORK_HOME=/design/flow/orfs finish
--- /design/flow/config.mk ---
export PLATFORM = sky130hd
export DESIGN_NAME = ext
export DESIGN_NICKNAME = ext
export VERILOG_FILES = /design/flow/design.v
export SDC_FILE = /design/flow/constraint.sdc
export NUM_CORES = 4
export LEC_CHECK = 1
export CORE_AREA = 10 10 70 70
export DIE_AREA = 0 0 80 80
--- /design/flow/constraint.sdc ---
current_design ext

set clk_period 3.0
set clk_io_pct 0.2

create_clock -name clk0 -period $clk_period

set non_clock_inputs [all_inputs -no_clocks]
set_input_delay [expr $clk_period * $clk_io_pct] -clock clk0 $non_clock_inputs
set_output_delay [expr $clk_period * $clk_io_pct] -clock clk0 [all_outputs]
--- /design/flow/design.v ---
module ext ( din , ext_op , dout );  
    input  [15:0] din     ;      
    input  [1:0]  ext_op  ;      
    output [31:0] dout    ;      
    wire   [31:0] dout    ;
    wire    [31:0] z_ext , s_ext , shift ;
    assign    z_ext = {16'b0,din} ;
    assign    s_ext = {{16{din[15]}}, din}  ;
    assign    shift = {din,16'b0} ;
    mux_3_32b MUX_ext(.a0(z_ext) , .a1(s_ext) , .a2(shift) , .ch(ext_op) , .out(dout));
endmodule
module mux_3_5b (a0 , a1 , a2 , ch , out );
  input   [4:0]     a0 , a1 , a2  ;
  input   [1:0]     ch            ;
  output  [4:0]     out           ;
  wire    [4:0]     out           ;
  assign  out   =   (ch == 2'b00) ? a0  :
                    (ch == 2'b01) ? a1  :
                    (ch == 2'b10) ? a2  :
                                    5'b0;
endmodule
module mux_5_32b (a0 , a1 , a2 , a3 , a4 , ch , out );
  input   [31:0]     a0 , a1 , a2 , a3 ,a4 ;
  input   [2:0]      ch                    ;
  output  [31:0]     out                   ;
  wire    [31:0]     out                   ;
  assign  out   =   (ch == 3'b000) ? a0    :
                    (ch == 3'b001) ? a1    :
                    (ch == 3'b010) ? a2    :
                    (ch == 3'b011) ? a3    :
                    (ch == 3'b100) ? a4    :
                                     32'b0 ;
endmodule 
module mux_4_32b (a0 , a1 , a2 , a3 , ch , out );
  input   [31:0]     a0 , a1 , a2 , a3  ;
  input   [1:0]      ch                 ;
  output  [31:0]     out                ;
  wire    [31:0]     out                ;
  assign  out   =   (ch == 2'b00) ? a0    :
                    (ch == 2'b01) ? a1    :
                    (ch == 2'b10) ? a2    :
                    (ch == 2'b11) ? a3    :
                                    32'b0 ;
endmodule 
module mux_3_32b (a0 , a1 , a2 , ch , out );
  input   [31:0]     a0 , a1 , a2  ;
  input   [1:0]      ch            ;
  output  [31:0]     out           ;
  wire    [31:0]     out           ;
  assign  out   =   (ch == 2'b00) ? a0    :
                    (ch == 2'b01) ? a1    :
                    (ch == 2'b10) ? a2    :
                                    32'b0 ;
endmodule 
module mux_2_32b (a0 , a1 , ch , out );
  input   [31:0]     a0 , a1       ;
  input              ch            ;
  output  [31:0]     out           ;
  wire    [31:0]     out           ;
  assign  out   =   (ch == 0) ? a0    :
                                a1    ;
endmodule 
==> results.txt <==
run metrics: CP max-delay cell=clkdlybuf4s50_1, Syn. warnings=0, P_sw=0.0257 mW, Critical path buffers and inverters=2, met2 usage in global routing=0.0923, first-pass GRT wire length=2570 um, Max VDD drop=0.0000162 V, logic area=251 sq um, largest net degree at the start of global routing=16, Avg Cell Area, Syn=7.29 sq um, switch share=0.242, Residual DRC=0, Global Route met3 Usage=0.0148, Slew HR=0.819, Yosys chip area=292 sq um, Die Wd=80 um, final-layout fill cell count=373, GRT busiest layer=met2, RSZ-0062 raised after global routing=false, Final Worst Setup Slack=0.266 ns, P&R area growth vs syn=188%, clock buffer count=0, total power after layout=0.106 mW, CP max FO=15, Die Area=6400 sq um, IO buf count=50, antenna violations before repair=0, placer congestion estimate=0.735, Yosys cell types=8, Vias per Instance=3.40, DP HPWL=1540 um, layout cells sized above 1=0.0562, Comb power frac=1.000, max_cap viols=0, Int Power=0.0803 mW, dpl cells=135, post-layout util=0.246, final WL=1710 um, antenna cells=0, OpenROAD warnings=32, sequential power share=0, outcome=finished, final reports clean, fmax=366 MHz, Setup violations, final=0, Hold Path Origin=din[7], final std cells w/o fill=135, pre-CTS setup slack=0.0565 ns, DIE HEIGHT=80 um, number of global-route vias before repair=475, CP Class=in2out, Clk pwr share=0, ANT nets after route=0, delay-heaviest family, CP=buffers and inverters, CTS Hold Bufs=0, final hold vios=0, Tmin final=2.73 ns, Boundary Pins=50, Synth Instances=40, grt ovf=0, Core Area=3420 sq um, type of the worst min-delay path=in2out, slew at the pin closest to its max-slew limit=0.272 ns, critical path arrival=2.13 ns, flip-flops=0, GR Util met1=0.0541, Hold Crit Endpoint=dout[7], # rows=21, First-pass DRT Iterations=2, # Cells Yosys=40, routed length per placed instance=12.7 um, Hold Crit Depth=3, pwr/cell area=126 nW/um^2, Crit path top cell by count=clkdlybuf4s50_1, DR vias=459, fin. max-slew vios=0, crit path cell chain=clkdlybuf4s50_1 -> and3b_2 -> a21o_1 -> clkdlybuf4s50_1, setup TNS=0 ns, max incr delay on CP=0.49 ns, Flop area=0 sq um, DR iter-0 viols=11, crit path launch type=primary input, Static Leak=0.415 nW, crit path capture type=primary output, WP data required=2.40 ns, Seq share, synth=0, aggregate global-route resource usage=0.0485, period utilization=0.911, floorplan utilization=0.0853, Cell Area, Synth=292 sq um
cell type report:
class              count  share of cell area
repair buffers        54               0.632
multi-input cells     35               0.300
well taps             46              0.0686
cells by family after synthesis:
group | Yosys count | share of synthesized area
simple gates | 19 | 0.446
compound gates | 16 | 0.412
buf+inv | 5 | 0.142
what timing repair did:
action	in CTS	in global routing
setup buffers	0	0
setup endpoints to repair	0	14
gates resized	0	1
worst max-delay path by stage:
stage | from | end | cells past startpoint
4_1_cts | ext_op[1] | dout[18] | 4
6_report | ext_op[1] | dout[24] | 4
5_1_grt | ext_op[1] | dout[31] | 5
per-stage QoR:
stage               instance area [sq um]  hold slack (ns)
floorplan                             292             1.26
global placement                      838             2.15
detailed placement                    838             2.14
CTS                                   838             2.14
global route                          840             2.17
finish                                840             2.14
Yosys cell counts, drive strengths merged:
cell / n / area [sq um]
o21a: 1 / 7.51
nor2b: 11 / 68.8
and2b: 7 / 52.6
and3b: 1 / 8.76
a21o: 15 / 113
buf: 4 / 37.5
clkbuf: 1 / 3.75
power groups by stage:
stage         sequential (mW)  combinational [mW]  clock (mW)
CTS                         0               0.109           0
global route                0               0.116           0
finish                      0               0.106           0
cells in the final DEF, fill, tap and decap left out:
cell type,instances
clkdlybuf4s50_1,50
and2b_1,7
buf_4,4
a21o_1,15
o21a_1,1
and3b_2,1
nor2b_1,11
metal layers:
metal | part of all wire | up-vias
met5 | 0 | -
met4 | 0 | 0
met3 | 0.11 | 0
met2 | 0.52 | 20
met1 | 0.37 | 207
li1 | - | 232
Power figures rest on the tool's default switching activity, not on a simulated workload.
