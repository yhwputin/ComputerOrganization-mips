`design.v`:
```
module alu ( a, b , alu_ctr , alu_out , zero );  
    input  [31:0] a , b   ;    
    input  [2:0]  alu_ctr ;    
    output [31:0] alu_out ;    
    output        zero    ;    
    wire    [31:0] alu_out;
    wire    [31:0] sub , add , ori , slt , sltu ;
    assign        add = a + b           ;
    assign        sub = a - b           ;
    assign        ori = a | b           ;
    assign        slt = {31'b0,sub[31]} ;
    assign        sltu= (a < b)   ? 1   :
                                    0   ;               
    assign        zero = !(|sub) ;
    mux_5_32b MUX_alu (.a0(add) , .a1(sub) , .a2(ori) , .a3(slt) , .a4(sltu) , .ch(alu_ctr) , .out(alu_out) );
endmodule
module mux_3_5b (a0 , a1 , a2 , ch , out );
  input   [4:0]     a0 , a1 , a2  ;
  input   [1:0]     ch            ;
  output  [4:0]     out           ;
  wire    [4:0]     out           ;
  assign  out   =   (ch == 2'b00) ? a0  :
                    (ch == 2'b01) ? a1  :
                    (ch == 2'b10) ? a2  :
                                    5'b0;
endmodule
module mux_5_32b (a0 , a1 , a2 , a3 , a4 , ch , out );
  input   [31:0]     a0 , a1 , a2 , a3 ,a4 ;
  input   [2:0]      ch                    ;
  output  [31:0]     out                   ;
  wire    [31:0]     out                   ;
  assign  out   =   (ch == 3'b000) ? a0    :
                    (ch == 3'b001) ? a1    :
                    (ch == 3'b010) ? a2    :
                    (ch == 3'b011) ? a3    :
                    (ch == 3'b100) ? a4    :
                                     32'b0 ;
endmodule 
module mux_4_32b (a0 , a1 , a2 , a3 , ch , out );
  input   [31:0]     a0 , a1 , a2 , a3  ;
  input   [1:0]      ch                 ;
  output  [31:0]     out                ;
  wire    [31:0]     out                ;
  assign  out   =   (ch == 2'b00) ? a0    :
                    (ch == 2'b01) ? a1    :
                    (ch == 2'b10) ? a2    :
                    (ch == 2'b11) ? a3    :
                                    32'b0 ;
endmodule 
module mux_3_32b (a0 , a1 , a2 , ch , out );
  input   [31:0]     a0 , a1 , a2  ;
  input   [1:0]      ch            ;
  output  [31:0]     out           ;
  wire    [31:0]     out           ;
  assign  out   =   (ch == 2'b00) ? a0    :
                    (ch == 2'b01) ? a1    :
                    (ch == 2'b10) ? a2    :
                                    32'b0 ;
endmodule 
module mux_2_32b (a0 , a1 , ch , out );
  input   [31:0]     a0 , a1       ;
  input              ch            ;
  output  [31:0]     out           ;
  wire    [31:0]     out           ;
  assign  out   =   (ch == 0) ? a0    :
                                a1    ;
endmodule 
```
`constraint.sdc`:
```
current_design alu

set clk_period 20.2
set clk_io_pct 0.2

create_clock -name clk0 -period $clk_period

set non_clock_inputs [all_inputs -no_clocks]
set_input_delay [expr $clk_period * $clk_io_pct] -clock clk0 $non_clock_inputs
set_output_delay [expr $clk_period * $clk_io_pct] -clock clk0 [all_outputs]
```
`run.sh`:
```
#!/bin/bash
# OpenROAD 26Q1-2900-gdf79404cd8, Yosys 0.63+post, stock flow scripts
make -C /OpenROAD-flow-scripts/flow DESIGN_CONFIG=/design/flow/config.mk WORK_HOME=/design/flow/orfs finish
```
`config.mk`:
```
export PLATFORM = sky130hd
export DESIGN_NAME = alu
export DESIGN_NICKNAME = alu
export VERILOG_FILES = /design/flow/design.v
export SDC_FILE = /design/flow/constraint.sdc
export NUM_CORES = 4
export LEC_CHECK = 1
export CORE_UTILIZATION = 50
```
==> flow_summary.json <==
{
  "dp.cells": 905,
  "drc_errors": 0,
  "grt_max_degree": 32,
  "drt-vias-per-instance": 5.89,
  "ys_cells": 715,
  "lay_top_cells": "clkdlybuf4s50_1, ha_1, inv_1",
  "synth_area_um2": 4800,
  "period_used_share": 0.639,
  "ios": 100,
  "rsz0062_at_grt": "false",
  "place_congestion": 0.954,
  "yosysWarningCount": 0,
  "ir_drop_mv": 0.0162,
  "rows": 35,
  "fp-utilization": 0.517,
  "crit_type": "in2out",
  "maxCapViolCount": 0,
  "whs_ns": 9.20,
  "cpPeakStageDelay_ns": 0.81,
  "worstPathArrival_ns": 8.87,
  "grt_pass1_vias": 4843,
  "grt_pass1_wl_um": 24500,
  "place_hpwl_um": 12200,
  "die.size.y_um": 100,
  "diodes": 0,
  "synthDistinctLibCells": 75,
  "highest_layer": "met4",
  "route.met3.wl_um": 1040,
  "antenna_found_initial": 0,
  "routed_wl_um": 14900,
  "timing.slew.headroom": 0.331,
  "dieArea_um2": 9990,
  "wl_met1_um": 6540,
  "worst_pin_slew_ns": 0.996,
  "post_cts_resized": 0,
  "cp-start-kind": "input port",
  "cp.required_ns": 16.16,
  "ys_seq_share": 0,
  "syn_avg_cell_area_um2": 6.71,
  "p_leak_uw": 0.00267,
  "hold_path_class": "in2out",
  "flop_area_um2": 0,
  "setup_viol": 0,
  "fmax_mhz": 77.4,
  "worstPathMaxFanout": 11,
  "core_area_um2": 9280,
  "avgRoutedWirePerCell_um": 16.5,
  "nFlopsAndLatches": 0,
  "clkbuf_count": 0,
  "areaGrowthSynthToFinish_pct": 20.8,
  "fin_setup_tns_ns": 0,
  "drive_gt1_frac": 0.0335,
  "ys_chip_area_um2": 4800,
  "period_needed_ns": 12.91,
  "post_cts_buffers": 0,
  "hold_buffers": 0,
  "critPathSlowestCell": "o31ai_1",
  "track_usage": 0.308,
  "finalHoldViolCount": 0,
  "vias": 5334,
  "syn_inst": 715,
  "fin_cells": 905,
  "status": "complete, no violations",
  "drv_slew": 0,
  "overflow": 0,
  "die_w_um": 100,
  "final_common_cell": "clkdlybuf4s50_1",
  "wl_met2_um": 6870,
  "ant_nets": 0,
  "p_per_area_nw_per_um2": 30.0,
  "warnings": 96,
  "cp-end-kind": "output pin",
  "n_fill_cell": 879,
  "drt_iter0_markers": 329,
  "crit_chain": "clkdlybuf4s50_1, inv_1, ha_1, inv_4, a21oi_1, o31ai_1, nor4_1, a2111o_1, nor4_2, o2111ai_1, or4_1, a2111o_1, or4_4, nor4_2, clkdlybuf4s50_1",
  "port_buffers": 100,
  "drtPass1Iterations": 6
}
[report_power, final]
group	internal [uW]	leakage (uW)	switching (uW)
sequential	0	0	0
combinational	78.5	0.00267	95.5
clock	0	0	0
total	78.5	0.00267	95.5
[cell usage after synthesis (all sizes together), types with 5 or more instances]
library cell,instances,share of area
nor4,10,0.016
nand2,35,0.027
o221ai,6,0.011
a211oi,8,0.013
nor3,10,0.010
a31oi,7,0.0091
nor2b,10,0.013
nand4,5,0.0065
o22ai,19,0.025
o21ai,39,0.041
ha,95,0.25
mux2i,7,0.015
clkbuf,30,0.023
nor2,66,0.052
xor2,11,0.022
or2,5,0.0065
a21oi,74,0.077
buf,12,0.015
nand3,9,0.0094
o21a,8,0.013
xnor2,34,0.062
a21o,17,0.027
o21bai,12,0.019
inv,97,0.076
o22a,5,0.0091
o31ai,11,0.018
[logic make-up (layout without fill, tap and decap cells)]
logic type / count (synthesis) / in the layout / synth area share
AOI/OAI and AO/OA: 252 / 252 / 0.352
xor gates and xnor gates: 45 / 45 / 0.0837
adders and majority gates: 97 / 97 / 0.256
buffers and inverters: 139 / 200 / 0.115
muxes: 8 / 8 / 0.0169
and+or+nand+nor: 174 / 174 / 0.176
[path summary, 6_finish.rpt]
kind / to / depth (start not counted) / start
setup / recovery: zero / 15 / a[11]
hold / removal: alu_out[21] / 5 / b[21]
[cell type report]
class                      count  area [um^2]  share of cell area
inverter                      97          367              0.0632
multi-input combinational    576         4250               0.732
tap                          129          161              0.0278
timing repair buffer         103         1020               0.177
[worst max-delay path, delay by kind of cell]
| kind | cells | cell delay, ns |
|---|---|---|
| AND-OR/OR-AND | 5 | 1.63 |
| adder cells (fa/ha/maj) | 1 | 0.45 |
| buffers and inverters | 4 | 1.18 |
| AND/OR/NAND/NOR | 5 | 1.54 |
[metrics by stage]
step / area (um^2) / utilization / total power, uW / setup slack [ns]
floorplan: 4800 / - / 114 / 8.63
global placement: 5800 / 0.624 / 171 / 7.34
detailed placement: 5800 / 0.624 / 171 / 7.29
CTS: 5800 / 0.624 / 173 / 7.29
global route: 5800 / 0.624 / 192 / 7.08
finish: 5800 / 0.624 / 174 / 7.29
[routing by layer]
layer,GRT usage,up-vias
met1,0.432,2422
met4,0.0848,0
met3,0.0170,39
met5,0,-
li1,-,2657
met2,0.516,216
Power figures rest on the tool's default switching activity, not on a simulated workload.
